==> flow/constraint.sdc <==
current_design register

set clk_period 36.8
set clk_io_pct 0.2

create_clock -name clk0 -period $clk_period [get_ports {Clock}]

set non_clock_inputs [all_inputs -no_clocks]
set_input_delay [expr $clk_period * $clk_io_pct] -clock clk0 $non_clock_inputs
set_output_delay [expr $clk_period * $clk_io_pct] -clock clk0 [all_outputs]
==> flow/config.mk <==
export PLATFORM = sky130hd
export DESIGN_NAME = register
export DESIGN_NICKNAME = register
export VERILOG_FILES = /design/flow/design.v
export SDC_FILE = /design/flow/constraint.sdc
export NUM_CORES = 4
export LEC_CHECK = 1
export CORE_UTILIZATION = 40
==> flow/design.v <==
module register(DataOut, DataIn, Enable, ReadWrite, Clock);
input	Enable, ReadWrite, Clock;
input 	[255:0] DataIn;
output 	reg [255:0] DataOut;
reg		[255:0] MemArray;
always @ (posedge Clock)
	if (Enable)	
		begin
			if(ReadWrite) DataOut = MemArray;
			else MemArray = DataIn;
		end
	else
		DataOut = 255'bz;
endmodule
==> flow/run.sh <==
#!/bin/bash
# OpenROAD 26Q1-2900-gdf79404cd8, Yosys 0.63+post, stock flow scripts
make -C /OpenROAD-flow-scripts/flow DESIGN_CONFIG=/design/flow/config.mk WORK_HOME=/design/flow/orfs finish
==> results_dict.tcl <==
# yosys + openroad results
set metrics [dict create \
    maxSlewViolCount 0 \
    dieWidth_um 198 \
    hold_depth 0 \
    antenna_found_initial 7 \
    netlist_area_mm2 0.0154 \
    dp_cells 1547 \
    h-tree-depth 2 \
    numSynthFlops 512 \
    holdWs_ps 411 \
    synth-cells-yosys 516 \
    gp_congestion 0.843 \
    setup_viol 0 \
    ir_drop_v 0.0000373 \
    first_global_vias 6933 \
    tightestPinTransition_ps 799 \
    synthToLayoutAreaGrowth_pct 48.6 \
    drt_iter0_markers 270 \
    p_leak_nw 7.87 \
    syn_inst 516 \
    ys_seq_share_pct 99.8 \
    die_y_um 198 \
    hold_class "reg2reg" \
    chipArea_mm2 0.0393 \
    firstDrtPassIters 4 \
    io_buffer_count 514 \
    clockBufferDepth 3 \
    cts_root_buffer "clkbuf_16" \
    avgSynthCellArea_um2 29.8 \
    crit_fanout 56 \
    dp_hpwl_mm 22.1 \
    yosysWarnings 2 \
    rows 71 \
    period_used_pct 26.3 \
    vias_per_cell 4.26 \
    yosys-stat-area_mm2 0.0154 \
    synth_cell_types 6 \
    wire_per_inst_um 19.3 \
    cap_violations 0 \
    io_pins 515 \
    design.core.area_mm2 0.0378 \
    cts_made_buffers 51 \
    cp-start-kind "input port" \
    antenna_left 0 \
    hold_viol 0 \
    crit_required_ps 37000 \
    slew_headroom_pct 46.7 \
    grt_pass1_wl_mm 44.0 \
    ff2ff_path_depth 0 \
    insertion_delay_ps 570 \
    cp.arrival_ps 9870 \
    fmax_mhz 103 \
    ctsResizeCount 0 \
    instances_no_fill 1640 \
    drt_wl_total_mm 31.7 \
    path_clk_slew_ps 60 \
    cts_setup_buffers 0 \
    powerDensity_mw_per_mm2 56.3 \
    grt_usage_pct 17.5 \
    finClkSkew_ps 11.3 \
    critPathKind "in2reg" \
    route.detailed.drc 0 \
    warnings 28 \
    endpoint_kind "flip-flop" \
    hold_buffers 0 \
    cts_tree "done" \
    vias 6983 \
    status "completed" \
    cts_sinks 512 \
    drive_above_1_share_pct 6.91 \
    period_minus_slack_ps 9680 \
    fin_tns_setup_ps 0 \
    grt_max_degree 121 \
    rsz0062_at_grt "no" \
    fin_util_pct 60.6 \
    fp_util_pct 40.8 \
    overflow 0 \
]
==> flip-flops by register name (all words and copies together), names as in the netlist <==
name      count
DataOut     256
MemArray    256
==> cell usage in the layout (no fill, tap or decap) <==
master and count:
clkbuf_1 6, dfxtp_1 1, nor2b_1 1, clkinv_1 16
and2b_4 1, diode_2 1, edfxtp_1 511, clkinv_2 11
bufinv_16 5, buf_12 1, clkdlybuf4s50_1 514, clkbuf_16 53
inv_6 1, mux2i_1 1, buf_4 5, inv_8 1
==> stage by stage <==
step | power (W) | setup slack, ps | cell area [µm²]
after detailed placement | 0.000804 | 26500 | 21200
after floorplan | 0.000719 | 18680 | 15400
after CTS | 0.00130 | 27120 | 22900
after global routing | 0.00133 | 26960 | 22900
after global placement | 0.000804 | 26540 | 21200
final | 0.00129 | 27120 | 22900
==> synthesized netlist by cell type, drive strengths merged <==
| library cell | instances | area [µm²] |
|---|---|---|
| and2b | 1 | 8.76 |
| edfxtp | 511 | 15300 |
| inv | 1 | 3.75 |
| dfxtp | 1 | 20.0 |
| nor2b | 1 | 6.26 |
| mux2i | 1 | 10.0 |
==> where the power goes <==
group | internal, W | total [W] | leakage [nW] | switching (W)
logic | 0.0000631 | 0.0000857 | 2.06 | 0.0000226
clock network | 0.000295 | 0.000497 | 0.804 | 0.000202
registers | 0.000694 | 0.000704 | 5.01 | 0.0000108
total | 0.00105 | 0.00129 | 7.87 | 0.000235
==> worst max-delay path, cell delays in order <==
cell and delay, ps:
clkdlybuf4s50_1 440, and2b_4 740, buf_4 620, buf_4 680
==> final cells by class <==
cell class                 instances  area [µm²]
sequential                       512       15400
timing repair buffer             520        5200
fill                            2666       14900
tap                              511         639
inverter                           1        11.3
antenna                            1        2.50
multi-input combinational          3        26.3
clock buffer                      59        1350
clock inverter                    33         274
==> cells by family (layout without fill, tap and decap cells) <==
family	after synthesis	after routing	synth area share, %
mux	1	1	0.0650
other cells	0	1	0
flops	512	512	99.8
simple gates	2	2	0.0976
buf+inv	1	613	0.0244
==> layer usage <==
metal / wire length [µm] / vias to the layer above / global-route usage (%)
met2: 15500 / 370 / 26.3
li1: - / 3269 / -
met4: 707 / 12 / 3.59
met1: 10500 / 3276 / 23.5
met3: 4940 / 56 / 10.8
met5: 73 / - / 0
==> worst paths after layout <==
kind	start	endpoint	slack [ps]
max reg2reg	MemArray[92]	DataOut[92]	36110
max	ReadWrite	MemArray[61]	27120
min reg2reg	MemArray[244]	DataOut[244]	410
min	MemArray[244]	DataOut[244]	410
Power figures rest on the tool's default switching activity, not on a simulated workload.
