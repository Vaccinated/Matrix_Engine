==> /design/flow/run.sh <==
#!/bin/bash
# OpenROAD 26Q1-2900-gdf79404cd8, Yosys 0.63+post, stock flow scripts
make -C /OpenROAD-flow-scripts/flow DESIGN_CONFIG=/design/flow/config.mk WORK_HOME=/design/flow/orfs finish
==> /design/flow/config.mk <==
export PLATFORM = sky130hd
export DESIGN_NAME = inst_register
export DESIGN_NICKNAME = inst_register
export VERILOG_FILES = /design/flow/design.v
export SDC_FILE = /design/flow/constraint.sdc
export NUM_CORES = 4
export LEC_CHECK = 1
export CORE_AREA = 10 10 70 70
export DIE_AREA = 0 0 80 80
==> /design/flow/constraint.sdc <==
current_design inst_register

set clk_period 1.1
set clk_io_pct 0.2

create_clock -name clk0 -period $clk_period [get_ports {Clock}]

set non_clock_inputs [all_inputs -no_clocks]
set_input_delay [expr $clk_period * $clk_io_pct] -clock clk0 $non_clock_inputs
set_output_delay [expr $clk_period * $clk_io_pct] -clock clk0 [all_outputs]
==> /design/flow/design.v <==
module inst_register(DataOut, Enable, Clock, Address);
input	Enable, Clock;
input	[3:0] Address;
output 	reg [31:0] DataOut;
reg		[31:0] MemArray [0:15];
always @ (posedge Clock)
	if (Enable)	
		begin
			DataOut = MemArray[Address];
		end
	else
		DataOut = 32'bz;
initial begin	  
MemArray[0]  = 32'b00000001_00000001_00010001_00100001;	 	 
MemArray[1]  = 32'b00000010_00100001_00000001_00110001;		 
MemArray[2]  = 32'b00000101_00100001_00000010_01000001;	     
MemArray[3]  = 32'b00000100_01000001_01110010_00000010;      
MemArray[4]  = 32'b00000011_00000010_01000001_01010001;      
MemArray[5]  = 32'b11111111_00000000_00000000_00000000;      
MemArray[6]  = 32'b00000000_00000000_00000000_00000000;
MemArray[7]  = 32'b00000000_00000000_00000000_00000000;
MemArray[8]  = 32'b00000000_00000000_00000000_00000000;
MemArray[9]  = 32'b00000000_00000000_00000000_00000000;
MemArray[10] = 32'b00000000_00000000_00000000_00000000;
MemArray[11] = 32'b00000000_00000000_00000000_00000000;
MemArray[12] = 32'b00000000_00000000_00000000_00000000;
MemArray[13] = 32'b00000000_00000000_00000000_00000000;
MemArray[14] = 32'b00000000_00000000_00000000_00000000;
MemArray[15] = 32'b00000000_00000000_00000000_00000000;
end
endmodule
==> CHANGELOG.md <==
### Changed

- LEAKAGE: 0.482 nW
- Largest register FFs: 16
- Vias in the first global route: 472
- Cell area after synthesis: 712 µm²
- Synth flops: 16
- Setup slack after layout: 45.9 ps
- Final Cycle Share: 95.8%
- Slew Limit Fails: 0
- Ant. Diodes: 0
- Post-Layout Inst Area: 990 µm²
- H-tree depth: 1
- Number of buffers created by CTS: 3
- Cell type with the largest total area: dfxtp_1
- Placement row count: 21
- DRT iter0 DRCs: 12
- Chip area: 6400 µm²
- Setup violators final: 0
- FMAX: 949 MHz
- CTS tree: yes
- Clock Path Buffers: 2
- Yosys stat area: 712 µm²
- Worst setup SP type: input port
- Status: complete, no violations
- Vias per cell: 3.34
- Power per Cell Area: 1160 nW/µm²
- Post-cts hold buffer count: 0
- Initial antenna violation count: 0
- Log Warnings: 31
- Tmin final: 1050 ps
- Worst Path Max Fanout: 3
- Worst setup EP type: flip-flop
- Total GRT Usage: 4.38%
- GPL Wtd Cong: 0.783
- Setup TNS: 0 ps
- ANT nets after route: 0
- FP Core Util: 20.8%
- Cell Type Count: 18
- First-pass GRT wire length: 2.21 mm
- Area grow syn2layout: 39.0%
- Clock transition at path regs: 90 ps
- Sequential-to-total area share from yosys stat: 45.0%
- Total routed wirelength: 1.48 mm
- Hold path start: Address[3]
- Vias: 471
- Pin count of the biggest net entering global routing: 16
- Syn Inst Count: 68
- Yosys Instances: 68
- # DRC: 0
- Clk root buf: clkbuf_4
- Clock sinks: 16
- Drt first pass iters: 2
- Peak supply drop: 865 µV
- DP HPWL: 1.23 mm
- Top-area cell share: 45.0%
- Die Y: 80 µm
- Ports: 38
- Routed WL per cell: 10.5 µm
- Most frequent cells in the layout: dlygate4sd2_1, dfxtp_1, conb_1
- Grt total ovfl: 0
- Yosys warnings: 2
- Most frequent logic cell in the layout: dlygate4sd2_1
- Crit path DRT: 1310 ps
- Final Hold Violating Endpoints: 0
- WHS Endpoint: DataOut[12]
- Max_cap viols: 0
- RSZ-0062 raised after global routing: false
- Top cells by area: dfxtp_1, buf_4, ha_1, a21oi_2, nand2b_1
- Min-Delay Path Class: in -> reg
- Fillcell total: 362
- Layout cell share with drive strength beyond 1: 29.5%
- DIE WIDTH: 80 µm
- Worst EP arrival: 1260 ps
- DP Area: 975 µm²
- Critical path type: in -> reg
- Core area: 3420 µm²
- Worst Hold Path Cells: 2
- Avg Inst Size Synth: 10.5 µm²
- IO Port Bufs: 26
- Setup Slack @ Placement: -239 ps
-- critical path, cell delays in order --
cell and delay (ps):
clkdlybuf4s50_1 480, inv_1 80, ha_1 300, nor3_1 190
-- repair_timing --
action | 4_1_cts | 5_1_grt
endpoints found under the setup margin | 22 | 7
setup buffers | 1 | 0
gates resized | 26 | 12
-- metal layers --
layer | vias to the layer above | GRT usage, % | share of wire (%)
met5 | - | 0 | 0
met4 | 0 | 0.176 | 0
met3 | 0 | 3.18 | 15
met2 | 27 | 6.42 | 42
met1 | 204 | 5.36 | 43
li1 | 240 | - | -
-- kinds of logic after synthesis --
kind of cell / share of synthesized area [%]
DFF: 45.0
AOI/OAI and AO/OA: 7.73
other: 0.527
buffers and inverters: 20.6
and+or+nand+nor: 17.4
adders and majority gates: 8.79
-- synthesized netlist by cell type --
cell      count
a21oi_1       1
nor2b_4       1
conb_1        1
a21oi_2       4
nor3_2        2
buf_6         1
o21a_1        2
inv_1         2
nand2_2       2
nor2b_1       2
nor2_2        1
ha_1          5
dfxtp_1      16
nand2b_1      4
and2_1        2
nor3_1        2
nor2_1        3
buf_4        17
-- per-stage QoR --
stage / hold slack, ps / utilization [%] / cells / power, W
after floorplan: 289 / - / 77 / 0.000719
after global placement: 896 / 28.5 / 136 / 0.000809
after detailed placement: 898 / 28.5 / 136 / 0.000809
after CTS: 608 / 29.2 / 141 / 0.00117
after global routing: 619 / 29.0 / 141 / 0.00121
final: 622 / 29.0 / 141 / 0.00115
-- how the worst max path moves through the flow --
stage,slack [ps],end,cells after the start,start
final,50,DataOut[12],4,Address[0]
after global routing,0.7,DataOut[12],1,DataOut[12]
after CTS,-80,DataOut[29],2,DataOut[30]
-- report_power, final --
part           internal, W  switching (W)  total, W
clock network     0.000201       0.000176  0.000378
logic            0.0000915      0.0000636  0.000155
registers         0.000608     0.00000644  0.000615
-- final cells by class --
class | instances | area [µm²] | area share (%)
clock buffer | 4 | 36.3 | 3.67
inverter | 2 | 7.51 | 0.759
multi-input combinational | 41 | 282 | 28.4
sequential | 16 | 324 | 32.7
tap | 46 | 57.6 | 5.82
timing repair buffer | 32 | 283 | 28.6
No activity file was given, so power comes from the tool's default toggle rates.
