File: ./design.v
module ram(DataOut, DataIn, Address, Enable, ReadWrite, Clock);
input	Enable, ReadWrite, Clock;
input 	[255:0] DataIn;
input	[3:0] Address;
output 	reg [255:0] DataOut;
reg		[255:0] MemArray[0:15];
initial begin
MemArray[0] = 255'h0004_000c_0004_0022_0007_0006_000b_0009_0009_0002_0008_000d_0002_000f_0010_0003;
MemArray[1] = 255'h0017_002d_001f_0016_0007_0006_0004_0001_0012_000c_000d_000c_000d_0005_0007_0013;
end
always @ (posedge Clock)
	if (Enable)	
		begin
			if(ReadWrite) DataOut = MemArray[Address];
			else MemArray[Address] = DataIn;
		end
	else
		DataOut = 255'bz;
endmodule
File: ./run.sh
#!/bin/bash
# OpenROAD 26Q1-2900-gdf79404cd8, Yosys 0.63+post, stock flow scripts
make -C /OpenROAD-flow-scripts/flow DESIGN_CONFIG=/design/flow/config.mk WORK_HOME=/design/flow/orfs finish
File: ./config.mk
export PLATFORM = sky130hd
export DESIGN_NAME = ram
export DESIGN_NICKNAME = ram
export VERILOG_FILES = /design/flow/design.v
export SDC_FILE = /design/flow/constraint.sdc
export NUM_CORES = 4
export LEC_CHECK = 1
export CORE_UTILIZATION = 50
File: ./constraint.sdc
current_design ram

set clk_period 52.1
set clk_io_pct 0.2

create_clock -name clk0 -period $clk_period [get_ports {Clock}]

set non_clock_inputs [all_inputs -no_clocks]
set_input_delay [expr $clk_period * $clk_io_pct] -clock clk0 $non_clock_inputs
set_output_delay [expr $clk_period * $clk_io_pct] -clock clk0 [all_outputs]
==> metrics.cfg <==
[grt]
grt-ovfl-total=0
grtUsageMet3_pct=20.7
met2_usage_pct=38.7
busiest_layer=met2
antenna_found_initial=104
track_usage_pct=26.8
grt_pass1_wl_mm=541
grt_start_max_net_pins=91
met1_usage_pct=35.4
first_global_vias=78800

[synthesis]
yosysCellCount=5956
syn_avg_cell_area_um2=27.0
synthArstFlopShare_pct=0
numSynthFlops=4352
edf_count=4351
flop_cell=edfxtp_1
ys_seq_share_pct=81.2
synth_warnings=2
ys_chip_area_um2=161000
synthCells=5956
ys_types=24
syn_area_um2=161000

[drt]
routed_wl_mm=371
vias=69300
route.detailed.drc=0
first_pass_iters=7
antenna_left=0
dr.first_iter.drc_count=4377
drt-vias-per-instance=6.01
wire_per_inst_um=32.2

[final_timing]
tightest_slew_ns=0.911
fin_tns_setup_ns=0
rsz0062_at_grt=false
setup_viol=0
hold_viol=0
hold_ws_ns=0.582
fmax_mhz=66.2
finalMaxSlewViolations=0
slew_headroom_pct=39.1
worst_slack_ns=37.00
skew_ns=0.0857
min_period_ns=15.10
fin_crit_sh_pct=29.0

[power_and_ir_drop]
p_int_uw=5880
clockPowerShare_pct=41.9
leakagePower_uw=0.0579
combPwrFrac_pct=4.6
seqPwrFrac_pct=53.5
p_sw_uw=1520
ir_worst_vdd_mv=0.0359
p_sw_share_pct=20.5
p_per_area_nw_per_um2=39.6

[finish]
area_growth_pct=16.0
layout_top_cell=edfxtp_1
logic_area_um2=29100
layout_top_cells=edfxtp_1 (4351), mux4_2 (1277), clkdlybuf4s50_1 (514), clkbuf_16 (439), buf_4 (203)
stdcell_count=11500
ff_latch_area_um2=131000
drive_above_1_share_pct=29.5
nFillCells=21800

[job]
warnings=26
maxCapViolCount=0

[critical_path]
end_kind=flip-flop
cp-start-kind=input port
rr_worst_depth=2
critPathKind=in2reg
reg2reg_from=MemArray[13][153]
rrSetupSlack_ns=50.40
critPathArrivalTime_ns=15.67
setup.worst_path.end=MemArray[4][113]
cp_max_fo=49
r2r_end=DataOut[153]
critPathLaunch=Enable
crit_required_ns=52.67

[placement]
routabilityCongestion=0.802
portBuffers=518
dp_hpwl_mm=196
numPlacedInstances=10700
dpl_worst_slack_ns=35.87

[cts]
clk_path_buf_depth=4
post_cts_resized=0
cts_made_buffers=438
cts_htree_levels=5
postCtsSetupBuffers=0
cts_tree=built
root_buffer=clkbuf_16
clock_latency_ns=1.01
clkSinkCount=4352
holdBufCountCts=0
path_clk_slew_ns=0.06

[status]
status=finished, final reports clean

[die]
num_rows=207
initial_utilization_pct=50.4
io_pins=519
die_x_um=569
core-area_um2=319000
dieArea_um2=324000
die_h_um=569

[min_path]
min_path_type=reg2reg

power groups by stage:
| stage | Sequential, uW | Combinational, uW | Clock, uW |
|---|---|---|---|
| after CTS | 3960 | 349 | 3160 |
| after global routing | 3960 | 368 | 3290 |
| final | 3960 | 341 | 3100 |
cell usage after synthesis, drive strengths merged, types with 2 or more instances:
cell type	instances	share of area (%)
mux4	1277	18
mux2i	3	0.019
nand2b	2	0.0078
nor3	4	0.012
edfxtp	4351	81
nor2	13	0.030
nand2	2	0.0047
nand3b	3	0.014
buf	171	0.51
clkbuf	118	0.28
a41oi	2	0.011
worst max-delay path, cell delays in order:
cell and delay (ns):
clkdlybuf4s50_1 0.48, nor2b_1 0.73, inv_8 0.41, buf_4 0.45, or3_1 0.57, nor2_4 0.72, buf_4 0.60, buf_4 0.60
buf_4 0.58
registers in the layout, indices dropped and copies added, names as in the netlist:
| name | flops |
|---|---|
| DataOut | 256 |
| MemArray | 4096 |
worst min path at each step:
stage	slack (ns)	from	depth (start not counted)	end
4_1_cts	0.60	DataOut[255]	2	DataOut[255]
5_1_grt	0.64	DataOut[255]	2	DataOut[255]
6_report	0.58	DataOut[255]	2	DataOut[255]
per-stage QoR:
stage | util [%] | instance area, um^2 | power (uW)
final | 58.5 | 187000 | 7390
after global routing | 58.5 | 187000 | 7620
after CTS | 58.5 | 187000 | 7470
after detailed placement | 54.0 | 172000 | 4380
after global placement | 54.0 | 172000 | 4370
after floorplan | - | 161000 | 4190
layout make-up:
cell class,instances,share of cell area [%]
flip-flops and latches,4352,70.0
multi-input cells,1314,15.6
clock buffers,540,6.09
repair buffers,742,3.84
well taps,4284,2.87
clock inverters,271,1.61
diodes,18,0.0241
inverters,1,0.00603
per-layer routing:
layer  vias to the layer above  share of wire, %
li1                      28200                 -
met2                      5113                49
met1                     35200                30
met4                       120               2.2
met5                         -              0.23
met3                       674                18
cells by family (layout without fill, tap and decap cells):
family,count (synthesis),count (layout),synth area share [%]
flip-flops,4352,4352,81.2
multiplexers,1281,1281,17.9
buffers and inverters,290,1554,0.784
AND/OR/NAND/NOR,28,28,0.0848
AND-OR/OR-AND,5,5,0.0226
other,0,18,0
No activity file was given, so power comes from the tool's default toggle rates.
